$ cat design.v
module RegisterFile(Read_Data_1,Read_Data_2,Clock,Reset,WEn,Read_Adr_1,Read_Adr_2,Write_Adr,Write_Data);
  output    [31:0]  Read_Data_1,Read_Data_2;
  input     [31:0]  Write_Data;
  input     [4:0]   Read_Adr_1,Read_Adr_2,Write_Adr;
  input             Clock,Reset,WEn;
  reg       [31:0] Register_File [31:0];
  integer k;
  always @ (Reset)
  begin
  if (Reset==1)
    begin
      for (k=0; k<=31; k=k+1) begin
      Register_File[k]=0;
      end
    end  
  end
  assign Read_Data_1 = (WEn == 0)? Register_File[Read_Adr_1]:
                      (Write_Adr == Read_Adr_1) ? Write_Data:
                                   Register_File[Read_Adr_1];
  assign Read_Data_2 = (WEn == 0)? Register_File[Read_Adr_2]:
                      (Write_Adr == Read_Adr_2) ? Write_Data:
                                   Register_File[Read_Adr_2];
  always @ (posedge Clock) begin
    if(WEn) begin
	Register_File[Write_Adr] <= Write_Data;
	end
  end
endmodule
$ cat run.sh
#!/bin/bash
# OpenROAD 26Q1-2900-gdf79404cd8, Yosys 0.63+post, stock flow scripts
make -C /OpenROAD-flow-scripts/flow DESIGN_CONFIG=/design/flow/config.mk WORK_HOME=/design/flow/orfs finish
$ cat constraint.sdc
current_design RegisterFile

set clk_period 3.6
set clk_io_pct 0.2

create_clock -name clk0 -period $clk_period [get_ports {Clock}]

set non_clock_inputs [all_inputs -no_clocks]
set_input_delay [expr $clk_period * $clk_io_pct] -clock clk0 $non_clock_inputs
set_output_delay [expr $clk_period * $clk_io_pct] -clock clk0 [all_outputs]
$ cat config.mk
export PLATFORM = sky130hd
export DESIGN_NAME = RegisterFile
export DESIGN_NICKNAME = RegisterFile
export VERILOG_FILES = /design/flow/design.v
export SDC_FILE = /design/flow/constraint.sdc
export NUM_CORES = 4
export LEC_CHECK = 1
export CORE_AREA = 10 10 76 76
export DIE_AREA = 0 0 86 86
==> impl_metrics.tcl <==
# flow metrics
set metrics [dict create \
    drt_iter0_markers 86 \
    path_class "in2out" \
    area_growth_pct 115 \
    synth_chip_area_um2 972 \
    yosys_warnings 2050 \
    warnings 29 \
    worst_pin_slew_ns 0.461 \
    max_freq_mhz 292 \
    ys_seq_share_pct 0 \
    holdPathStages 4 \
    crit_top_cell "clkdlybuf4s50_1" \
    layout-drive-gt1-share_pct 5.36 \
    critPathMaxStageDelay_ns 0.58 \
    fill_cells 414 \
    setup_slack_ns 0.174 \
    io_pins 114 \
    drv_cap 0 \
    ir_drop_uv 92.8 \
    maxSlewViolCount 0 \
    initCoreUtil_pct 23.6 \
    grt_max_degree 33 \
    power_density_nw_per_um2 98.7 \
    grt_pass1_wl_um 8360 \
    cp.required_ns 2.88 \
    maxSlewHeadroom_pct 69.3 \
    avgSynthCellArea_um2 5.89 \
    finalCritPeriodShare_pct 95.2 \
    grt_pass1_vias 1559 \
    firstDrtPassIters 4 \
    setup_viol 0 \
    power.leakage_uw 0.000602 \
    via_per_inst 5.14 \
    post-cts-setup-buffers 0 \
    gp_congestion 0.812 \
    logic_area_um2 802 \
    dp_slack_ns 0.0915 \
    holdPathEnd "Read_Data_1[15]" \
    die_w_um 86 \
    dr_total_vias 1598 \
    synthTopCellsByArea "nand4_1 (41%), nor2_1 (25%), buf_6 (12%), xnor2_2 (6.7%), buf_2 (5.7%)" \
    ys_cells 165 \
    die_h_um 86 \
    die_area_um2 7400 \
    io_buffers 112 \
    antenna_found_initial 0 \
    path_cells "clkdlybuf4s50_1, xnor2_4, buf_12, nand4_1, nor2_1, clkdlybuf4s50_1" \
    start_kind "primary input" \
    wl_per_cell_um 16.4 \
    worstPathMaxFanout 20 \
    rsz0062_at_grt "no" \
    wl_um 5100 \
    clkbuf_count 0 \
    min_from "WEn" \
    hold_class "in2out" \
    worstPathArrival_ns 2.71 \
    cp_slowest_cell "clkdlybuf4s50_1" \
    diodes 0 \
    yosysTopAreaCell "nand4_1" \
    track_usage_pct 13.2 \
    hpwlAfterDp_um 3910 \
    core-area_um2 4120 \
    syn_inst 165 \
    final-seq-area_um2 0 \
    top_area_share_pct 41.2 \
    rows 23 \
    finalHoldViolCount 0 \
    period_needed_ns 3.43 \
    endpoint_kind "output port" \
    status "complete, no violations" \
    ys_types 9 \
    tns_ns 0 \
    synthesis.area_um2 972 \
    drc 0 \
    flops 0 \
    drtAntennaViolNets 0 \
    grt_overflow 0 \
]
## per-layer routing
layer	routed length, um	up-vias	track usage (%)
met5	0	-	0
met4	21	0	0.599
met3	617	2	4.67
met2	2360	81	21.0
met1	2090	722	17.4
li1	-	793	-
## cells in the final DEF (no fill, tap or decap), drive strengths merged
| cell | n |
|---|---|
| nor2 | 64 |
| buf | 10 |
| nand4 | 64 |
| xnor2 | 10 |
| nand3 | 2 |
| clkdlybuf4s50 | 111 |
## timing repair
| action | 4_1_cts | 5_1_grt |
|---|---|---|
| hold buffers | 0 | 0 |
| endpoints found under the setup margin | 0 | 25 |
| resized | 0 | 3 |
## cells by family (layout without fill, tap and decap cells)
group | count (synthesis) | count (layout) | synth area share (%)
AND/OR/NAND/NOR | 130 | 130 | 66.9
buffers and inverters | 25 | 121 | 21.0
XOR/XNOR | 10 | 10 | 12.1
## Yosys cell counts
| cell | number |
|---|---|
| xnor2_2 | 4 |
| buf_4 | 3 |
| buf_6 | 10 |
| clkbuf_8 | 1 |
| nand3_1 | 2 |
| nor2_1 | 64 |
| xnor2_1 | 6 |
| nand4_1 | 64 |
| buf_2 | 11 |
## worst max-delay path by stage
stage,slack (ns),startpoint,end
CTS,0.08,Write_Adr[0],Read_Data_2[3]
global route,0.03,Write_Adr[0],Read_Data_2[13]
finish,0.17,Write_Adr[0],Read_Data_2[3]
## through the flow
step | hold slack (ns) | utilization [%] | power [uW] | instances | cell area, um2
finish | 2.26 | 50.7 | 206 | 311 | 2090
CTS | 2.27 | 49.9 | 202 | 311 | 2050
global placement | 2.27 | 49.9 | 202 | 311 | 2050
detailed placement | 2.27 | 49.9 | 201 | 311 | 2050
floorplan | 1.51 | - | 110 | 165 | 972
global route | 2.32 | 50.7 | 225 | 311 | 2090
## layout make-up
| class | instances | share of cell area, % |
|---|---|---|
| multi-input cells | 140 | 38.5 |
| well taps | 50 | 3.00 |
| repair buffers | 121 | 58.5 |
## critical path: cells and delay by family
family / cells / cell delay (ns)
and+or+nand+nor: 2 / 0.21
buffers and inverters: 3 / 1.28
xor gates and xnor gates: 1 / 0.49
## power by group
group          switching (uW)  total [uW]  internal (uW)  leakage, uW
Clock                       0           0              0            0
Sequential                  0           0              0            0
Combinational             104         206            102     0.000602
Total                     104         206            102     0.000602
No activity file was given, so power comes from the tool's default toggle rates.
